<file path="design/flow/run.sh">
#!/bin/bash
# OpenROAD 26Q1-2900-gdf79404cd8, Yosys 0.63+post, stock flow scripts
make -C /OpenROAD-flow-scripts/flow DESIGN_CONFIG=/design/flow/config.mk WORK_HOME=/design/flow/orfs finish
</file>
<file path="design/flow/config.mk">
export PLATFORM = sky130hd
export DESIGN_NAME = sseg_top
export DESIGN_NICKNAME = sseg_top
export VERILOG_FILES = /design/flow/design.v
export SDC_FILE = /design/flow/constraint.sdc
export NUM_CORES = 4
export LEC_CHECK = 1
export CORE_AREA = 10 10 86 86
export DIE_AREA = 0 0 96 96
</file>
<file path="design/flow/constraint.sdc">
current_design sseg_top

set clk_period 4.3
set clk_io_pct 0.2

create_clock -name clk0 -period $clk_period [get_ports {clk}]

set non_clock_inputs [all_inputs -no_clocks]
set_input_delay [expr $clk_period * $clk_io_pct] -clock clk0 $non_clock_inputs
set_output_delay [expr $clk_period * $clk_io_pct] -clock clk0 [all_outputs]
</file>
<file path="design/flow/design.v">
`timescale 1ns / 1ps
module counter_n
    # (BITS = 4)
    (
    input clk,
    input rst,
    output tick,
    output [BITS - 1 : 0] q
    );
    reg [BITS - 1 : 0] rCounter = 0;
    always @ (posedge clk, posedge rst)
        if (rst)
            rCounter <= 0;
        else
            rCounter <= rCounter + 1;
    assign q = rCounter;
    assign tick = (rCounter == 2 ** BITS - 1) ? 1'b1 : 1'b0;
endmodule
`timescale 1ns / 1ps
module sseg_display(
    input [3:0] hex,
    output reg [6:0] seg
    );
    always @*
    begin
        case(hex)
            4'h0: seg[6:0] = 7'b1000000;
            4'h1: seg[6:0] = 7'b1111001;
            4'h2: seg[6:0] = 7'b0100100;
            4'h3: seg[6:0] = 7'b0110000;
            4'h4: seg[6:0] = 7'b0011001;
            4'h5: seg[6:0] = 7'b0010010;
            4'h6: seg[6:0] = 7'b0000010;
            4'h7: seg[6:0] = 7'b1111000;
            4'h8: seg[6:0] = 7'b0000000;
            4'h9: seg[6:0] = 7'b0010000;
            4'ha: seg[6:0] = 7'b0001000;
            4'hb: seg[6:0] = 7'b0000011;
            4'hc: seg[6:0] = 7'b1000110;
            4'hd: seg[6:0] = 7'b0100001;
            4'he: seg[6:0] = 7'b0000110;
            default: seg[6:0] = 7'b0001110;
        endcase
    end
endmodule
`timescale 1ns / 1ps
module sseg_mux(
    input clk, rst,
    input [6:0] dig0, dig1, dig2, dig3,
    output reg [3:0] an,
    output reg [6:0] sseg
    );
    localparam BITS = 18;
    counter_n #(.BITS(BITS)) counter(.clk(clk), .rst(rst), .q(q));
    wire [BITS - 1 : 0] q;
    always @*
        case (q[BITS - 1 : BITS - 2])
            2'b00:
                begin
                    an = 4'b1110;
                    sseg = dig0;
                end
            2'b01:
                begin
                    an = 4'b1101;
                    sseg = dig1;
                end
            2'b10:
                begin
                    an = 4'b1011;
                    sseg = dig2;
                end
            default:
                begin
                    an = 4'b0111;
                    sseg = dig3;
                end
        endcase
endmodule
`timescale 1ns / 1ps
module sseg_top(
    input clk,
    input [3:0] sw,
    output [6:0] seg,
    output [3:0] an
    );
    wire [6:0] seg0, seg1, seg2, seg3;
    sseg_display s0(.hex(sw), .seg(seg0));     
    sseg_display s1(.hex(sw), .seg(seg1));     
    sseg_display s2(.hex(sw), .seg(seg2));     
    sseg_display s3(.hex(sw), .seg(seg3));     
    sseg_mux display(.clk(clk), .rst(1'b0), .dig0(seg0), .dig1(seg1), .dig2(seg2), .dig3(seg3), .an(an), .sseg(seg));
endmodule
</file>
==> CHANGELOG.md <==
### Physical design

- Largest net degree at the start of global routing: 13
- Total of cells resized after clock tree synthesis: 0
- Die width: 96 um
- Final Instance Area: 0.00124 mm2
- Die Outline Area: 0.00922 mm2
- Layout cells sized above 1: 8.77%
- Quantity of hold-fixing buffers added after cts: 0
- Data arrival time of the critical path: 2.80 ns
- Worst min path class: reg -> reg
- Yosys warning tally: 3
- Number of placed I/O pins: 16
- Placer congestion estimate: 0.802
- Count of different cell masters after synthesis: 28
- Portion of the post-synthesis area used by sequential elements: 37.6%
- Clock root cell: sky130_fd_sc_hd__clkbuf_8
- H-tree levels: 1
- Number of max-capacitance violations reported: 0
- Antenna Nets Post-Route: 0
- Via count of the first global-routing pass: 648
- Diode insertion count for antenna repair: 0
- # DRC: 0
- Initial Utilization: 17.3%
- Final tally of setup violations: 0
- GRT Resource Usage Total: 3.64%
- Detailed Route Iter0 Violations: 16
- Total number of warnings across the stage logs: 30
- Most used flip-flop cell: sky130_fd_sc_hd__dfxtp_1
- Type of the setup path with the least slack: in -> out
- Setup repair bufs after CTS: 0
- Registers with the highest flip-flop counts: display.counter.rCounter x18
- Number of vias per cell after detailed routing: 3.69
- Reg with most FFs: display.counter.rCounter
- Run status: finished clean
- Worst skew pair latency: 0.25 ns
- DRT Wirelength: 1660 um
- Worst setup skew after layout: 0.00328 ns
- Site Rows: 27
- Yosys Instances: 97
- Unrepaired setup endpoints after global routing: no
- Slew of the pin with the lowest slew margin: 0.401 ns
- First-pass DRT Iterations: 4
- Sort of element at the end of the critical path: primary output
- Max clock buf depth: 2
- Number of flip-flops in the largest register: 18
- Data required time of the critical path: 3.44 ns
- Vias after detailed routing: 686
- TritonCTS clock tree: yes
- TritonCTS Buffers: 3
- CTS sink count: 18
- Chip area from the yosys synthesis statistics: 958 um2
- Number of max-slew violations in the final report: 0
- Depth of the worst register-to-register path: 5
- Max_slew headroom: 73.2%
- First-pass GRT wire length: 2840 um
- P_leak: 0.480 nW
- Layout area overhead: 29.2%
- Mean instance size in the synthesized netlist: 9.88 um2
- Worst hold path cell count: 1
- Period utilisation layout: 85.0%
- Share of flip-flops with an asynchronous set or reset after synthesis: 0%
- CP max FO: 6
- Count of state elements after synthesis: 18
- Fin Setup TNS: 0 ns
- Syn Inst Count: 97
- Clock transition at path regs: 0.06 ns
- Final critical path time including I/O delays and setup: 3.66 ns
- Cell area reported after detailed placement: 0.00120 mm2
- Fmax: 274 MHz
- Post-synth tally of flip-flops with integrated enable: 0
- Vertical extent of the die: 96 um
- Pwr/cell area: 256 mW/mm2
- Fin. Hold Viols: 0
- Wire length per cell after detailed routing: 8.91 um
- Detailed-placement wirelength estimate: 1220 um
- Hold Worst Slack: 0.427 ns
- Maximum ir drop on the vdd rail: 268 uV
- Worst Setup Start Kind: primary input
- Count of buffers inserted at the top-level ports: 15
- Core area: 0.00554 mm2
- Synthesized area: 958 um2
- Final global-route overflow total: 0
- Antenna violations before repair: 0
## report_power, final
part | total (W) | internal (W) | switching, W
logic | 0.0000365 | 0.0000223 | 0.0000142
clock network | 0.000114 | 0.0000621 | 0.0000524
registers | 0.000167 | 0.000167 | 0
## per-layer routing
| layer | vias to the layer above | wire [um] | global-route usage (%) |
|---|---|---|---|
| met3 | 2 | 238 | 2.36 |
| met1 | 296 | 815 | 5.00 |
| met5 | - | 0 | 0 |
| met2 | 23 | 595 | 4.88 |
| li1 | 365 | - | - |
| met4 | 0 | 7 | 0.246 |
## cell type report
type                       count  area (um2)
timing repair buffer          16         158
multi-input combinational     72         571
sequential                    18         360
tap                           72        90.1
clock buffer                   3        41.3
fill                         609        4300
inverter                       5        18.8
## layout by cell type (no fill, tap or decap)
cell,n
sky130_fd_sc_hd__dfxtp_1,18
sky130_fd_sc_hd__clkdlybuf4s50_1,15
sky130_fd_sc_hd__xnor2_1,10
sky130_fd_sc_hd__nor2_1,10
sky130_fd_sc_hd__ha_1,7
sky130_fd_sc_hd__nand2_1,6
sky130_fd_sc_hd__xor2_1,6
sky130_fd_sc_hd__inv_1,5
sky130_fd_sc_hd__nand3_1,5
sky130_fd_sc_hd__mux2i_1,5
sky130_fd_sc_hd__nand4_1,3
sky130_fd_sc_hd__nand2b_1,3
sky130_fd_sc_hd__clkbuf_8,3
sky130_fd_sc_hd__and4_1,2
sky130_fd_sc_hd__a21oi_1,2
sky130_fd_sc_hd__nand3_2,1
sky130_fd_sc_hd__nand4_4,1
sky130_fd_sc_hd__nor4_4,1
sky130_fd_sc_hd__and3_1,1
sky130_fd_sc_hd__nor3_2,1
sky130_fd_sc_hd__o22ai_1,1
sky130_fd_sc_hd__mux4_2,1
sky130_fd_sc_hd__or2_2,1
sky130_fd_sc_hd__nor2b_1,1
sky130_fd_sc_hd__a22o_1,1
sky130_fd_sc_hd__a32o_1,1
sky130_fd_sc_hd__or3b_1,1
sky130_fd_sc_hd__o21ai_1,1
sky130_fd_sc_hd__buf_4,1
## stage by stage
stage / power [W] / setup slack, ns / utilization [%] / cells
after floorplan: 0.000187 / 1.82 / - / 97
after global placement: 0.000208 / 0.602 / 21.6 / 183
after detailed placement: 0.000207 / 0.663 / 21.6 / 183
after CTS: 0.000321 / 0.638 / 22.4 / 186
after global routing: 0.000333 / 0.526 / 22.4 / 186
final: 0.000318 / 0.644 / 22.4 / 186
## critical path, stage by stage
cell	delay, ns
sky130_fd_sc_hd__clkdlybuf4s50_1	0.58
sky130_fd_sc_hd__inv_1	0.13
sky130_fd_sc_hd__ha_1	0.29
sky130_fd_sc_hd__inv_1	0.05
sky130_fd_sc_hd__mux4_2	0.45
sky130_fd_sc_hd__clkdlybuf4s50_1	0.43
## logic make-up after synthesis
| family | after synthesis | synth area share, % |
|---|---|---|
| muxes | 6 | 7.57 |
| buffers and inverters | 7 | 2.87 |
| xor gates and xnor gates | 16 | 14.6 |
| AOI/OAI and AO/OA | 6 | 4.18 |
| DFF | 18 | 37.6 |
| adders and majority gates | 7 | 9.14 |
| and+or+nand+nor | 37 | 24.0 |
## cell usage after synthesis, drive strengths merged, types with 2 or more instances
cell type / number / area [um2]
nor2: 10 / 37.5
mux2i: 5 / 50.1
xor2: 6 / 52.6
and4: 2 / 17.5
nand4: 4 / 40.0
xnor2: 10 / 87.6
inv: 5 / 18.8
nand2b: 3 / 18.8
buf: 2 / 8.75
nand3: 6 / 35.0
dfxtp: 18 / 360
a21oi: 2 / 10.0
nand2: 6 / 22.5
ha: 7 / 87.6
## worst paths after layout
path                             endpoint  slack, ns                        start
max                                seg[3]       0.64                        sw[0]
min           display.counter.rCounter[0]       0.43  display.counter.rCounter[0]
max reg2reg  display.counter.rCounter[14]       2.85  display.counter.rCounter[0]
min reg2reg   display.counter.rCounter[0]       0.43  display.counter.rCounter[0]
No activity file was given, so power comes from the tool's default toggle rates.
