===== design/flow/run.sh =====
#!/bin/bash
# OpenROAD 26Q1-2900-gdf79404cd8, Yosys 0.63+post, stock flow scripts
make -C /OpenROAD-flow-scripts/flow DESIGN_CONFIG=/design/flow/config.mk WORK_HOME=/design/flow/orfs finish

===== design/flow/config.mk =====
export PLATFORM = sky130hd
export DESIGN_NAME = blinky
export DESIGN_NICKNAME = blinky
export VERILOG_FILES = /design/flow/design.v
export SDC_FILE = /design/flow/constraint.sdc
export NUM_CORES = 4
export LEC_CHECK = 1
export CORE_AREA = 10 10 102 102
export DIE_AREA = 0 0 112 112

===== design/flow/constraint.sdc =====
current_design blinky

set clk_period 4.3
set clk_io_pct 0.2

create_clock -name clk0 -period $clk_period [get_ports {clk}]

set non_clock_inputs [all_inputs -no_clocks]
set_input_delay [expr $clk_period * $clk_io_pct] -clock clk0 $non_clock_inputs
set_output_delay [expr $clk_period * $clk_io_pct] -clock clk0 [all_outputs]

===== design/flow/design.v =====
`timescale 1ns / 1ps
module blinky(
    input clk,
    output led
    );
    reg [24:0] count = 0;
    assign led = count[24];
    always @ (posedge clk) 
        count <= count + 1;    
endmodule

==> flow_metrics.env <==
# yosys + openroad results
export IMPL_clk_pin_slew_ns=0.08
export IMPL_crit_family="buffers and inverters"
export IMPL_cp_slowest_cell="clkdlybuf4s50_1"
export IMPL_start_kind="flop"
export IMPL_cts_setup_buffers=0
export IMPL_regArea_um2=500
export IMPL_area_leaders="dfxtp_1, xnor2_1, xor2_1"
export IMPL_yosysSeqAreaShare_pct=51.0
export IMPL_worstMarginPinSlew_ns=0.402
export IMPL_synthCells=85
export IMPL_fin_tns_setup_ns=0
export IMPL_synth_edff_count=0
export IMPL_dp_hpwl_um=922
export IMPL_fill_cells=901
export IMPL_worstPathMaxFanout=2
export IMPL_end_kind="output port"
export IMPL_leakage_nw=0.419
export IMPL_routabilityCongestion=0.748
export IMPL_grt_pass1_wl_um=2330
export IMPL_slew_headroom_pct=73.0
export IMPL_cts_tree="done"
export IMPL_grt_overflow=0
export IMPL_rsz0062_at_grt="no"
export IMPL_grt_pass1_vias=525
export IMPL_fin_hold_ws_ns=0.416
export IMPL_period_needed_ns=1.94
export IMPL_hold_buffers=0
export IMPL_drt_initial_drc_count=17
export IMPL_cts_sinks=25
export IMPL_dp_cells=191
export IMPL_antenna_found_initial=0
export IMPL_row_count=33
export IMPL_ff2ff_path_depth=5
export IMPL_top_cell_area_share_pct=51.0
export IMPL_ys_dominant_reg_cell="dfxtp_1"
export IMPL_finalInstanceArea_mm2=0.00117
export IMPL_irDropWorstVdd_v=0.000246
export IMPL_finalSetupViolCount=0
export IMPL_cts_max_level=1
export IMPL_ys_cells=85
export IMPL_instances_no_fill=195
export IMPL_min_path_cells=1
export IMPL_core_area_mm2=0.00822
export IMPL_place_area_mm2=0.00112
export IMPL_slew_violations=0
export IMPL_vias=558
export IMPL_max_freq_mhz=516
export IMPL_dr_pass1_iters=3
export IMPL_path_cells="clkdlybuf4s50_1"
export IMPL_critPathArrivalTime_ns=1.08
export IMPL_power_w=0.000364
export IMPL_crit_path_max_incr_delay_ns=0.47
export IMPL_cp_depth=1
export IMPL_tool_warnings=25
export IMPL_drt_total_wl_um=1280
export IMPL_max_cap_viol_count=0
export IMPL_syn_avg_cell_area_um2=11.5
export IMPL_io_buffers=1
export IMPL_status="finished, final reports clean"
export IMPL_drc=0
export IMPL_clock_latency_ns=0.26
export IMPL_avgRoutedWirePerCell_um=6.56
export IMPL_required_ns=3.44
export IMPL_n_antenna_cell=0
export IMPL_cts_made_buffers=3
export IMPL_grt_max_degree=14
export IMPL_top_regs="count x25"
export IMPL_synthArstFlopShare_pct=0
export IMPL_synth_area_um2=981
export IMPL_largest_area_cell="dfxtp_1"
export IMPL_drive_gt1_share_pct=10.0
export IMPL_ys_types=15
export IMPL_hold_viol_final=0
export IMPL_fp_util_pct=11.9
export IMPL_synth_flops=25
export IMPL_mi_logic_area_um2=473
export IMPL_top_register="count"
export IMPL_yosys_top_cells_count="dfxtp_1, xnor2_1, nand3_1"
export IMPL_die_w_um=112
export IMPL_top_cell="dfxtp_1"
export IMPL_rrSetupSlack_ns=2.76
export IMPL_grtUsageTotal_pct=2.02
export IMPL_crit_buf_inv=1
export IMPL_crit_type="reg2out"
export IMPL_cts_buffer_depth=2
export IMPL_num_io_pins=2
export IMPL_synth_warnings=1
export IMPL_ant_nets=0
export IMPL_root_buffer="clkbuf_8"
export IMPL_ys_chip_area_um2=981
export IMPL_p_per_area_mw_per_mm2=312
export IMPL_largest_register_ffs=25
export IMPL_hold_path_class="reg2reg"
export IMPL_fp_dieH_um=112
export IMPL_dieArea_mm2=0.0125
export IMPL_post_cts_resized=0
export IMPL_finalCritPeriodShare_pct=45.1
export IMPL_syn_to_final_growth_pct=19.0
export IMPL_via_per_inst=2.86
export IMPL_finalClockSkew_ns=0.00307
-- through the flow --
stage | util, % | worst slack (ns)
2_1_floorplan | - | 2.91
3_3_place_gp | 13.7 | 2.64
3_5_place_dp | 13.7 | 2.64
4_1_cts | 14.2 | 2.34
5_1_grt | 14.2 | 2.32
6_report | 14.2 | 2.36
-- final cells by class --
cell class,count,area share (%)
clock buffers,4,3.86
well taps,105,11.3
inverters,2,0.643
multi-input cells,58,40.5
flip-flops and latches,25,42.9
repair buffers,1,0.857
-- report_power, final --
group	internal, W	switching [W]
registers	0.000231	0
logic	0	0
clock network	0.0000660	0.0000668
total	0.000297	0.0000668
-- kinds of logic (layout without fill, tap and decap cells) --
logic type               after synthesis  after routing  share of synthesized area, %
AND/OR/NAND/NOR                       34             34                          26.4
adder cells (fa/ha/maj)                1              1                          1.28
XOR/XNOR                              23             23                          20.5
flip-flops                            25             25                          51.0
buffers and inverters                  2              7                         0.766
-- path summary, 6_finish.rpt --
check | start | end
worst max-delay path | count[24] | led
worst min-delay path | count[0] | count[0]
worst max register to register | count[0] | count[24]
worst min register to register | count[0] | count[0]
-- metal layers --
layer	track usage [%]	share of wire [%]	up-vias
li1	-	-	305
met1	2.99	54	250
met2	2.84	41	3
met3	0.760	4.1	0
met4	0.0846	0	0
met5	0	0	-
-- layout by cell type, fill, tap and decap left out, types with 3 or more instances in the layout --
cell,count
and3_1,5
clkbuf_8,3
dfxtp_1,25
nand2_1,4
nand3_1,9
nand4_1,4
nor2_1,4
xnor2_1,15
xor2_1,8
-- worst reg2reg max path, delay by kind of cell (launching register included) --
kind,cells,cell delay [ns]
adders and majority gates,1,0.21
DFF,1,0.38
and+or+nand+nor,3,0.71
xor gates and xnor gates,1,0.14
